==> ./design.v <==
interface spi_intf;
  logic clk, rst;
  logic mosi, miso;
  logic ss;
  logic [8-1:0] data_in, data_out;
  logic cpol, cpha;
  logic [1:0] mode;
  logic start;
  logic sck;
endinterface
module spi_master(
  input clk, rst,
  input start,
  input cpol, cpha,
  input [8-1:0] data_in,
  output [8-1:0] data_out,
  output sck,
  output [1:0] mode,
  output reg ss,
  output reg mosi,
  input miso
);
  reg temp_sck;
  reg buf_start;
  reg spi_trail, spi_lead;
  integer count;
  always@(posedge clk) begin
    buf_start <= start;
  end
  always@(posedge clk) begin
    if(rst) begin
      temp_sck <= cpol;
      count <= 0;
      {spi_trail, spi_lead} <= 2'b00;
    end
    else begin
      if(buf_start) begin
        spi_lead <= 1'b0;
      	spi_trail <= 1'b0;
        if(count == (80000000/(2*10000000))-1) begin
          spi_lead <= 1'b1;
          temp_sck <= ~temp_sck;
          count <= count + 1;
        end
        else if(count == (80000000/(2*10000000))*2-1) begin
          spi_trail <= 1'b1;
          temp_sck <= ~temp_sck;
          count <= 0;
        end
        else begin
          count <= count + 1;
        end
      end
      else begin
        temp_sck <= cpol;
        spi_trail <= 1'b0;
        spi_lead <= 1'b0;
        count <= 0;
      end
    end
  end
  assign sck = temp_sck;
  assign mode = {cpol, cpha};
  typedef enum bit [1:0] {IDLE_TX, HOLD_TX, SHIFT_TX, STOP_TX} states_tx;
  states_tx state_tx;
  reg [8-1:0] temp_din;
  integer data_count;
  always@(posedge clk) begin
    if(rst) begin
      data_count <= 7;
      temp_din <= 0;
      state_tx <= IDLE_TX;
      mosi <= 1'b0;
      ss <= 1'b1;
    end
    else begin
      case(state_tx)
        IDLE_TX: begin
          if(buf_start) begin
            temp_din <= data_in;
            ss <= 1'b0;
            data_count <= 7;
            if(cpha == 1'b0) begin
              state_tx <= HOLD_TX;
            end
            else begin
              state_tx <= SHIFT_TX;
            end
          end
          else begin
            temp_din <= 0;
            state_tx <= IDLE_TX;
            ss <= 1'b1;
          end
        end
        HOLD_TX: begin
          if(spi_lead) begin
            mosi <= temp_din[data_count];
            data_count <= data_count - 1;
            state_tx <= SHIFT_TX;
          end
        end
        SHIFT_TX: begin
          if((cpha == 1'b0 && spi_trail)||(cpha == 1'b1 && spi_lead)) begin
            mosi <= temp_din[data_count];
            if(data_count!=0) begin
              state_tx <= SHIFT_TX;
              data_count <= data_count-1;
            end
            else begin
              state_tx <= STOP_TX;
            end
          end
        end
        STOP_TX: begin
          state_tx <= IDLE_TX;
        end
      endcase
    end
  end
  typedef enum bit [1:0] {IDLE_RX, SAMPLE_RX, STOP_RX} states_rx;
  states_rx state_rx;
  reg [8-1:0] temp_dout;
  integer data_count1;
  always@(posedge clk) begin
    if(rst) begin
      data_count1 <= 0;
      temp_dout <= 0;
      state_rx <= IDLE_RX;
    end
    else begin
      case(state_rx) 
        IDLE_RX: begin
          if(buf_start) begin
            temp_dout <= 0;
            state_rx <= SAMPLE_RX;
            data_count1 <= 0;
          end
          else begin
            state_rx <= IDLE_RX;
            temp_dout <= 0;
          end
        end
        SAMPLE_RX: begin
          if((cpha == 1'b0 && spi_lead) || (cpha == 1'b1 && spi_trail)) begin
            temp_dout[7-data_count1] <= miso;
            if(data_count1 == 7) begin
              data_count1 <= 0;
              state_rx <= STOP_RX;
            end
            else begin
              data_count1 <= data_count1 + 1;
              state_rx <= SAMPLE_RX;
            end
          end
        end
        STOP_RX: begin
          state_rx <= IDLE_RX;
        end
      endcase
    end
  end
  assign data_out = temp_dout;
endmodule
==> ./run.sh <==
#!/bin/bash
# OpenROAD 26Q1-2900-gdf79404cd8, Yosys 0.63+post, stock flow scripts
make -C /OpenROAD-flow-scripts/flow DESIGN_CONFIG=/design/flow/config.mk WORK_HOME=/design/flow/orfs finish
==> ./config.mk <==
export PLATFORM = sky130hd
export DESIGN_NAME = spi_master
export DESIGN_NICKNAME = spi_master
export VERILOG_FILES = /design/flow/design.v
export SDC_FILE = /design/flow/constraint.sdc
export NUM_CORES = 4
export LEC_CHECK = 1
export CORE_UTILIZATION = 40
==> ./constraint.sdc <==
current_design spi_master

set clk_period 6.7
set clk_io_pct 0.2

create_clock -name clk0 -period $clk_period [get_ports {clk}]

set non_clock_inputs [all_inputs -no_clocks]
set_input_delay [expr $clk_period * $clk_io_pct] -clock clk0 $non_clock_inputs
set_output_delay [expr $clk_period * $clk_io_pct] -clock clk0 [all_outputs]
==> flow_summary_export.csv <==
group,metric,value,unit
cts,cts_tree,"built",
flow_run,log.warning_count,27,
global_routing,grt_pass1_vias,6218,
flow_run,drv_cap,0,
worst_setup_path,cp.required,7.00,ns
placed_design,gp_congestion,0.925,
routing,drcViolationCount,0,
worst_setup_path,cp-startpoint,"data_count1[3]",
worst_setup_path,cp_top_family,"AND-OR/OR-AND gates",
cts,post_cts_buffers,0,
floorplanning,chip_area,0.0202,mm^2
logic_synthesis,syn_inst,1003,
floorplanning,rows,50,
floorplanning,floorplan.core_util,0.414,
cts,clk_latency,0.42,ns
final_layout,drive_above_1_share,0.0698,
worst_setup_path,critical-path-slowest-cell,"a2111oi_4",
logic_synthesis,ys.flops,125,
logic_synthesis,enable_flop_cells,1,
placed_design,pre_cts_ws,1.52,ns
logic_synthesis,ys_warn_count,1,
sta,finalCritPeriodShare,0.778,
routing,drt_iter0_markers,399,
routing,routed_via_density,5.42,
cts,path_clk_slew,0.06,ns
final_layout,mostFrequentLayoutCells,"150 x nor2_1, 124 x dfxtp_1, 81 x nand2_1",
worst_setup_path,crit_chain,"inv_1 > ha_1 > nor4b_1 > nand4_1 > a2111oi_0 > o22ai_2 > nor4_4 > nor2_1 > a211oi_1 > o2111ai_1 > a2111oi_4 > a31oi_1 > a211o_1",
sta,drv_slew,0,
sta,tns,0,ns
final_layout,area_growth,12.4,%
global_routing,grt_max_degree,37,
logic_synthesis,yosys_area,0.00784,mm^2
placed_design,port_buffers,26,
cts,clock-sinks,125,
sta,period_needed,5.21,ns
worst_setup_path,cpPeakStageDelay,0.73,ns
worst_setup_path,end_kind,"flop",
worst_setup_path,cp_max_fo,18,
sta,rsz0062_at_grt,"no",
sta,finalHoldViolCount,0,
logic_synthesis,synth.cell_area,0.00784,mm^2
sta,tightestPinTransition,0.828,ns
routing,drtPass1Iterations,5,
hold_path,hp-class,"flop to flop",
cts,cts_hold_buf,0,
logic_synthesis,yosys.stat.seqShare,0.320,
worst_setup_path,rr_startpoint,"data_count1[3]",
sta,setup_viol_count_final,0,
routing,routedWlPerCell,14.7,um
sta,relSlewSlack,0.445,
routing,drtAntennaViolNets,0,
cts,clock_path_buffers,2,
power,ir_drop,0.157,mV
worst_setup_path,critPathBufInv,1,
floorplanning,io_pins,27,
hold_path,hold_start,"state_tx[3]",
worst_setup_path,critPathKind,"flop to flop",
sta,fmax,0.192,GHz
floorplanning,die.size.y,142,um
cts,numCtsBuffers,17,
worst_setup_path,startpoint_type,"flop",
routing,drt-total-wl,18500,um
sta,setup_slack,1.49,ns
power,powerDensity,206,mW/mm^2
global_routing,grt_pass1_wl,31000,um
routing,antenna_cells,0,
worst_setup_path,arrival,5.52,ns
global_routing,globalRouteOverflowTotal,0,
sta,finClkSkew,0.00833,ns
floorplanning,die_x,142,um
cts,cts_root_buffer,"clkbuf_16",
cts,ctsResizeCount,0,
cts,clock_tree.htree_level_count,4,
final_layout,n_fill_cell,1840,
routing,vias,6841,
global_routing,antenna_found_initial,0,
power,leakage,3.31,nW
floorplanning,fp.coreArea,0.0190,mm^2
global_routing,grt_usage,0.192,
power,power.total,1.81,mW
final_layout,lay_top_count,"nor2_1",
logic_synthesis,ys_types,77,
logic_synthesis,yosys_cells,1003,
logic_synthesis,syn-mean-instance-area,7.82,um^2
logic_synthesis,ff_type,"dfxtp_1",
placed_design,dp_hpwl,12900,um
logic_synthesis,async_flop_share,0,
outcome,status,"finished, final reports clean",
==> area by class of cell <==
type,count,area [um^2],area share
timing repair buffer,34,320,0.0363
clock inverter,13,178,0.0202
inverter,17,63.8,0.00724
multi-input combinational,795,4950,0.562
tap,260,325,0.0369
clock buffer,19,464,0.0527
sequential,125,2510,0.285
==> power breakdown <==
part	leakage (nW)	internal, mW	switching, mW	total (mW)
registers	1.01	0.753	0.00925	0.762
logic	1.99	0.0293	0.0399	0.0692
clock network	0.307	0.625	0.358	0.983
total	3.31	1.41	0.407	1.81
==> cell families after synthesis <==
family | synth area share
and+or+nand+nor | 0.325
buffers and inverters | 0.0487
DFF | 0.320
muxes | 0.0147
xor gates and xnor gates | 0.134
adders and majority gates | 0.00957
AOI/OAI and AO/OA | 0.148
==> stage by stage <==
| stage | utilization | area (um^2) | hold slack (ns) | std cells |
|---|---|---|---|---|
| 2_1_floorplan | - | 7840 | 0.389 | 1003 |
| 3_3_place_gp | 0.431 | 8170 | 0.397 | 1231 |
| 3_5_place_dp | 0.431 | 8170 | 0.398 | 1231 |
| 4_1_cts | 0.465 | 8810 | 0.417 | 1263 |
| 5_1_grt | 0.465 | 8810 | 0.445 | 1263 |
| 6_report | 0.465 | 8810 | 0.417 | 1263 |
==> final timing paths <==
kind / cells after the start / slack [ns] / to
worst max register to register: 13 / 1.49 / temp_dout[0]
worst min register to register: 2 / 0.42 / state_tx[0]
worst min-delay path: 2 / 0.42 / state_tx[0]
worst max-delay path: 13 / 1.49 / temp_dout[0]
==> worst reg2reg max path: stages (launching register included) <==
cell       delay, ns
dfxtp_1         0.44
inv_1           0.17
ha_1            0.67
nor4b_1         0.33
nand4_1         0.58
a2111oi_0       0.64
o22ai_2         0.21
nor4_4          0.36
nor2_1          0.09
a211oi_1        0.22
o2111ai_1       0.20
a2111oi_4       0.73
a31oi_1         0.17
a211o_1         0.30
==> state kept, by name (all words and copies together), names as in the netlist, 3 cells and up <==
| signal | count |
|---|---|
| temp_dout | 8 |
| state_rx | 3 |
| data_count1 | 32 |
| data_count | 32 |
| count | 32 |
| state_tx | 4 |
| temp_din | 8 |
==> routing by layer <==
metal	wire, um	global-route usage	part of all wire	vias to the layer above
li1	-	-	-	3538
met1	9350	0.295	0.50	3168
met2	8100	0.294	0.44	115
met3	827	0.0326	0.045	20
met4	260	0.0243	0.014	0
met5	0	0	0	-
==> cell usage after synthesis (6+ instances only) <==
library cell,number,area (um^2)
a211o_1,7,61.3
a21oi_1,48,240
a31oi_1,15,93.8
and2_1,7,43.8
and3_1,20,125
buf_2,8,40.0
buf_6,6,67.6
clkbuf_1,43,161
dfxtp_1,124,2480
ha_1,6,75.1
inv_1,17,63.8
mux2i_1,7,70.1
nand2_1,81,304
nand2b_1,12,75.1
nand3_1,45,225
nand3b_1,6,45.0
nand4_1,15,93.8
nor2_1,150,563
nor2b_1,18,113
nor3_1,45,225
nor4_1,25,156
o21ai_0,33,165
or2_2,6,37.5
or3_1,22,138
or4_1,9,67.6
xnor2_1,61,534
xor2_1,59,517
No activity file was given, so power comes from the tool's default toggle rates.
